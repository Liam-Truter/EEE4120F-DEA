--- ./design.v ---
module UART_RX
  #(parameter CLKS_PER_BIT = 217)
  (
   input        i_Clock,
   input        i_RX_Serial,
   output       o_RX_DV,
   output [7:0] o_RX_Byte
   );
  parameter IDLE         = 3'b000;
  parameter RX_START_BIT = 3'b001;
  parameter RX_DATA_BITS = 3'b010;
  parameter RX_STOP_BIT  = 3'b011;
  parameter CLEANUP      = 3'b100;
  reg [7:0] r_Clock_Count = 0;
  reg [2:0] r_Bit_Index   = 0;  
  reg [7:0] r_RX_Byte     = 0;
  reg       r_RX_DV       = 0;
  reg [2:0] r_SM_Main     = 0;
  always @(posedge i_Clock)
  begin
    case (r_SM_Main)
      IDLE :
        begin
          r_RX_DV       <= 1'b0;
          r_Clock_Count <= 0;
          r_Bit_Index   <= 0;
          if (i_RX_Serial == 1'b0)           
            r_SM_Main <= RX_START_BIT;
          else
            r_SM_Main <= IDLE;
        end
      RX_START_BIT :
        begin
          if (r_Clock_Count == (CLKS_PER_BIT-1)/2)
          begin
            if (i_RX_Serial == 1'b0)
            begin
              r_Clock_Count <= 0;   
              r_SM_Main     <= RX_DATA_BITS;
            end
            else
              r_SM_Main <= IDLE;
          end
          else
          begin
            r_Clock_Count <= r_Clock_Count + 1;
            r_SM_Main     <= RX_START_BIT;
          end
        end  
      RX_DATA_BITS :
        begin
          if (r_Clock_Count < CLKS_PER_BIT-1)
          begin
            r_Clock_Count <= r_Clock_Count + 1;
            r_SM_Main     <= RX_DATA_BITS;
          end
          else
          begin
            r_Clock_Count          <= 0;
            r_RX_Byte[r_Bit_Index] <= i_RX_Serial;
            if (r_Bit_Index < 7)
            begin
              r_Bit_Index <= r_Bit_Index + 1;
              r_SM_Main   <= RX_DATA_BITS;
            end
            else
            begin
              r_Bit_Index <= 0;
              r_SM_Main   <= RX_STOP_BIT;
            end
          end
        end  
      RX_STOP_BIT :
        begin
          if (r_Clock_Count < CLKS_PER_BIT-1)
          begin
            r_Clock_Count <= r_Clock_Count + 1;
     	    r_SM_Main     <= RX_STOP_BIT;
          end
          else
          begin
       	    r_RX_DV       <= 1'b1;
            r_Clock_Count <= 0;
            r_SM_Main     <= CLEANUP;
          end
        end  
      CLEANUP :
        begin
          r_SM_Main <= IDLE;
          r_RX_DV   <= 1'b0;
        end
      default :
        r_SM_Main <= IDLE;
    endcase
  end    
  assign o_RX_DV   = r_RX_DV;
  assign o_RX_Byte = r_RX_Byte;
endmodule
--- ./run.sh ---
#!/bin/bash
# OpenROAD 26Q1-2900-gdf79404cd8, Yosys 0.63+post, stock flow scripts
make -C /OpenROAD-flow-scripts/flow DESIGN_CONFIG=/design/flow/config.mk WORK_HOME=/design/flow/orfs finish
--- ./config.mk ---
export PLATFORM = sky130hd
export DESIGN_NAME = UART_RX
export DESIGN_NICKNAME = UART_RX
export VERILOG_FILES = /design/flow/design.v
export SDC_FILE = /design/flow/constraint.sdc
export NUM_CORES = 4
export LEC_CHECK = 1
export CORE_UTILIZATION = 30
--- ./constraint.sdc ---
current_design UART_RX

set clk_period 2.1
set clk_io_pct 0.2

create_clock -name clk0 -period $clk_period [get_ports {i_Clock}]

set non_clock_inputs [all_inputs -no_clocks]
set_input_delay [expr $clk_period * $clk_io_pct] -clock clk0 $non_clock_inputs
set_output_delay [expr $clk_period * $clk_io_pct] -clock clk0 [all_outputs]
==> flow_summary.json <==
{
  "grt_pass1_wl_um": 4070,
  "ys.flops": 23,
  "vias": 935,
  "hold_class": "flip-flop to flip-flop",
  "cts_tree": "yes",
  "final_common_cell": "edfxtp_1",
  "cts_buffer_depth": 2,
  "fp.dieW_um": 68.1,
  "dp.cells": 180,
  "leakagePower_nw": 0.529,
  "crit_fanout": 6,
  "peakVddDrop_v": 0.000403,
  "globalRoute.busiestLayer": "met2",
  "htreeDepth": 1,
  "topCellsByArea": "edfxtp_1 (46%), ha_1 (5.7%), dfxtp_1 (4.6%), mux2_2 (3.4%), a211oi_1 (2.9%)",
  "die_y_um": 68.1,
  "syn_avg_cell_area_um2": 11.0,
  "p_total_w": 0.000769,
  "maxCapViolations": 0,
  "warnings": 29,
  "yosysSeqAreaShare_pct": 50.3,
  "status": "finished clean",
  "routed_via_density": 5.08,
  "rsz0062_at_grt": "no",
  "crit_path_max_incr_delay_ns": 0.47,
  "required_ns": 2.12,
  "cts_hold_buf": 0,
  "wl_um": 2360,
  "worst_pin_slew_ns": 0.838,
  "overflow": 0,
  "dp_hpwl_um": 1720,
  "finalMaxSlewViolations": 0,
  "drc_errors": 0,
  "netlist_area_um2": 1310,
  "coreArea_um2": 4090,
  "synth_cells": 119,
  "drt_iter0_drc": 39,
  "maxSlewHeadroom_pct": 43.9,
  "final_layout_size_suffix_gt1_share_pct": 16.4,
  "io_buffers": 10,
  "fp_util_pct": 32.1,
  "grt.met3_usage_pct": 2.53,
  "track_usage_pct": 12.0,
  "finalClockPeriodUsage_pct": 93.5,
  "tns_ns": 0,
  "yosys_area_um2": 1310,
  "rows": 23,
  "cp.arrival_ns": 1.99,
  "min_period_ns": 1.96,
  "layout_top_cells": "edfxtp_1 (20), clkdlybuf4s50_1 (10), nand2_1 (9), nor2_1 (9), inv_1 (7)",
  "top_area_cell": "edfxtp_1",
  "clock_sinks": 23,
  "ys_cells": 119,
  "fmax_ghz": 0.509,
  "postLayoutCoreUtil_pct": 37.9,
  "hold_viol_final": 0,
  "path_class": "flip-flop to flip-flop",
  "num_io_pins": 11,
  "detail_route.wl_per_cell_um": 12.8,
  "dr.pass1.iters": 4,
  "synthToLayoutAreaGrowth_pct": 18.0,
  "grt_util_met2_pct": 19.9,
  "yosysWarningCount": 1,
  "numCtsBuffers": 3,
  "ant_nets": 0,
  "setup_violations": 0,
  "cts-root-buf": "clkbuf_8",
  "met1_usage_pct": 17.4,
  "critical_path.cell_chain": "inv_1 -> ha_1 -> xor2_1 -> nor4b_1 -> mux2_2",
  "path_clk_slew_ns": 0.08,
  "insertedDiodeCount": 0,
  "antenna_found_initial": 0,
  "cp-start-kind": "flip-flop",
  "grt_max_degree": 15,
  "die_area_um2": 4640,
  "end_kind": "flip-flop",
  "insertion_delay_ns": 0.26,
  "top_cell_area_share_pct": 45.8,
  "power_density_nw_per_um2": 496,
  "finalNonFillerCells": 184,
  "grt_pass1_vias": 901,
  "routabilityCongestion": 0.812,
  "ys_types": 35,
  "cpMaxStageDelayCell": "edfxtp_1",
  "skew_ns": 0.00502
}
==> worst paths after layout <==
check / depth (start not counted) / start / end / slack, ns
setup / recovery: 5 / r_Bit_Index[1] / r_RX_Byte[2] / 0.14
hold / removal: 1 / r_RX_Byte[3] / r_RX_Byte[3] / 0.57
setup reg to reg: 5 / r_Bit_Index[1] / r_RX_Byte[2] / 0.14
hold reg to reg: 1 / r_RX_Byte[3] / r_RX_Byte[3] / 0.57
==> power by group <==
group / internal, W / switching, W / leakage [nW]
sequential: 0.000489 / 0 / 0.219
clock: 0.000132 / 0.000140 / 0.0255
combinational: 0.00000373 / 0.00000428 / 0.284
total: 0.000625 / 0.000144 / 0.529
==> critical path, delay by kind of cell (launching register included) <==
| family | cells | cell delay [ns] |
|---|---|---|
| flops | 1 | 0.47 |
| mux | 1 | 0.37 |
| simple gates | 1 | 0.33 |
| fa+ha+maj | 1 | 0.24 |
| xor+xnor | 1 | 0.22 |
| buf+inv | 1 | 0.09 |
==> Yosys cell counts <==
| cell | instances |
|---|---|
| o311ai_0 | 1 |
| o31a_1 | 1 |
| ha_1 | 6 |
| or2_2 | 1 |
| a31oi_1 | 1 |
| o21ai_0 | 3 |
| a221oi_1 | 3 |
| o211ai_1 | 2 |
| and3_1 | 2 |
| xnor2_1 | 2 |
| nand3b_1 | 2 |
| inv_1 | 7 |
| nand2b_1 | 3 |
| nand2_1 | 9 |
| mux2_2 | 4 |
| edfxtp_1 | 20 |
| nor4b_1 | 1 |
| xor2_1 | 3 |
| or3b_2 | 1 |
| a21oi_1 | 2 |
| a211oi_1 | 5 |
| dfxtp_1 | 3 |
| clkbuf_1 | 3 |
| o2bb2ai_1 | 4 |
| nand4_2 | 1 |
| nor4b_2 | 1 |
| nor2_1 | 9 |
| nor3b_1 | 2 |
| o21ai_2 | 2 |
| nand3_1 | 6 |
| nor2b_1 | 2 |
| nor4_1 | 1 |
| or3_1 | 3 |
| buf_2 | 1 |
| a31o_2 | 2 |
==> metrics by stage <==
step	area [um^2]	hold WS [ns]	setup WS (ns)
floorplan	1310	0.503	0.0447
CTS	1540	0.580	0.133
global placement	1500	0.548	0.162
detailed placement	1500	0.559	0.149
finish	1550	0.571	0.136
global route	1550	0.602	0.0201
==> registers in the layout (all words and copies together), names as in the netlist <==
| name | flops |
|---|---|
| r_RX_Byte | 8 |
| r_RX_DV | 1 |
| r_SM_Main | 3 |
| r_Bit_Index | 3 |
| r_Clock_Count | 8 |
==> repair_timing <==
item / 4_1_cts / 5_1_grt
buffers inserted: 0 / 0
resized: 0 / 1
setup endpoints to repair: 0 / 1
==> logic make-up (layout without fill, tap and decap cells) <==
family	count (synthesis)	in the layout	share of synthesized area, %
buf+inv	11	26	3.24
mux	4	4	3.43
flops	23	23	50.3
fa+ha+maj	6	6	5.72
simple gates	44	44	18.9
xor+xnor	5	5	3.34
compound gates	26	26	15.1
==> routing by layer <==
metal  wire (um)  vias up
li1            -      478
met2        1060       20
met5           0        -
met4           0        0
met1        1180      437
met3         112        0
==> area by class of cell <==
cell class                 count  area [um^2]
multi-input combinational     85          616
fill                         396         2540
clock buffer                   3         41.3
timing repair buffer          15          138
sequential                    23          661
tap                           50         62.6
inverter                       7         26.3
clock inverter                 1         5.00
Power figures rest on the tool's default switching activity, not on a simulated workload.
