<file path="run.sh">
#!/bin/bash
# OpenROAD 26Q1-2900-gdf79404cd8, Yosys 0.63+post, stock flow scripts
make -C /OpenROAD-flow-scripts/flow DESIGN_CONFIG=/design/flow/config.mk WORK_HOME=/design/flow/orfs finish
</file>
<file path="config.mk">
export PLATFORM = sky130hd
export DESIGN_NAME = top
export DESIGN_NICKNAME = top
export VERILOG_FILES = /design/flow/design.v
export SDC_FILE = /design/flow/constraint.sdc
export NUM_CORES = 4
export LEC_CHECK = 1
export CORE_UTILIZATION = 30
</file>
<file path="constraint.sdc">
current_design top

set clk_period 5.5
set clk_io_pct 0.2

create_clock -name clk0 -period $clk_period [get_ports {clk_100MHz}]

set non_clock_inputs [all_inputs -no_clocks]
set_input_delay [expr $clk_period * $clk_io_pct] -clock clk0 $non_clock_inputs
set_output_delay [expr $clk_period * $clk_io_pct] -clock clk0 [all_outputs]
</file>
<file path="design.v">
`timescale 1ns / 1ps
module digits( 
    input clk_10Hz,
    input reset,
    output reg [3:0] tenth,  
    output reg [3:0] ones,  
    output reg [3:0] tens,  
    output reg [3:0] hundred  
    );
    always@(posedge clk_10Hz or posedge reset)   begin
        if(reset)
            tenth <=0;
        else
                if(tenth == 9 )
                    tenth <=0;
                else
                    tenth <= tenth+1;    
    end
    always@(posedge clk_10Hz or posedge reset)   begin
        if(reset)
            ones <=0;
        else
            if(tenth==9)
                if(ones == 9 )
                    ones <=0;
                else
                    ones <= ones+1;    
    end
    always@(posedge clk_10Hz or posedge reset)   begin
        if(reset)
            tens <=0;
        else
            if(tenth==9 && ones==9)
                if(tens==9)
                    tens <=0;
                else
                    tens <= tens+1;    
    end
    always@(posedge clk_10Hz or posedge reset)   begin
        if(reset)
            hundred <=0;
        else
            if(tenth==9  && ones==9 && tens==9)
                if(hundred==9)
                    hundred <=0;
                else
                    hundred <= hundred+1;    
    end
endmodule
`timescale 1ns / 1ps
module seg7_control( 
    input clk_100MHz,
    input reset,
    input [3:0] tenth,
    input [3:0] ones,
    input[3:0] tens,
    input [3:0] hundred,
    output reg [6:0] seg,  
    output reg [7:0] digit  
    );
    parameter ZERO = 7'b000_0001;  
    parameter ONE = 7'b100_1111;  
    parameter TWO = 7'b001_0010;  
    parameter THREE = 7'b000_0110;  
    parameter FOUR = 7'b100_1100;  
    parameter FIVE = 7'b010_0100;  
    parameter SIX = 7'b010_0000;  
    parameter SEVEN = 7'b000_1111;  
    parameter EIGHT = 7'b000_0000;  
    parameter NINE = 7'b000_0100;  
    reg[1:0] digit_select;  
    reg[16:0] digit_timer;  
    always @(posedge clk_100MHz or posedge reset) begin
        if(reset) begin
            digit_select<=0;
            digit_timer<=0;
        end
        else begin
            if(digit_timer==99_999) begin  
                digit_timer<=0;
                digit_select <=digit_select +1;
            end
            else begin
                digit_timer <= digit_timer +1;
            end
        end
    end
    always @(digit_select) begin
        case(digit_select)
            2'b00: digit = 8'b1111_0111;  
            2'b01: digit = 8'b1110_1111;  
            2'b10: digit = 8'b1101_1111;  
            2'b11: digit = 8'b1011_1111;  
        endcase
    end
    always @*
        case(digit_select)  
          2'b00 : begin  
                        case(tenth)
                            4'b0000: seg = ZERO;
                            4'b0001: seg = ONE;
                            4'b0010: seg = TWO;
                            4'b0011: seg = THREE;
                            4'b0100: seg = FOUR;
                            4'b0101: seg = FIVE;
                            4'b0110: seg = SIX;
                            4'b0111: seg = SEVEN;
                            4'b1000: seg = EIGHT;
                            4'b1001: seg = NINE;
                        endcase   
                     end           
       2'b01 : begin  
                        case(ones)
                            4'b0000: seg = ZERO;
                            4'b0001: seg = ONE;
                            4'b0010: seg = TWO;
                            4'b0011: seg = THREE;
                            4'b0100: seg = FOUR;
                            4'b0101: seg = FIVE;
                            4'b0110: seg = SIX;
                            4'b0111: seg = SEVEN;
                            4'b1000: seg = EIGHT;
                            4'b1001: seg = NINE;
                        endcase   
                     end    
       2'b10 : begin  
                        case(tens)
                            4'b0000: seg = ZERO;
                            4'b0001: seg = ONE;
                            4'b0010: seg = TWO;
                            4'b0011: seg = THREE;
                            4'b0100: seg = FOUR;
                            4'b0101: seg = FIVE;
                            4'b0110: seg = SIX;
                            4'b0111: seg = SEVEN;
                            4'b1000: seg = EIGHT;
                            4'b1001: seg = NINE;
                        endcase   
                     end 
       2'b11 : begin  
                        case(hundred)
                            4'b0000: seg = ZERO;
                            4'b0001: seg = ONE;
                            4'b0010: seg = TWO;
                            4'b0011: seg = THREE;
                            4'b0100: seg = FOUR;
                            4'b0101: seg = FIVE;
                            4'b0110: seg = SIX;
                            4'b0111: seg = SEVEN;
                            4'b1000: seg = EIGHT;
                            4'b1001: seg = NINE;
                        endcase   
                     end                                     
   endcase     
endmodule
`timescale 1ns / 1ps
module tenHz_gen( input clk_100MHz, input reset, output clk_10Hz); 
reg [22:00] ctr_reg =0;  
reg clk_out_reg =0;  
always @(posedge clk_100MHz or posedge reset) begin
    if(reset) begin  
        ctr_reg <=0;
        clk_out_reg <=0;
    end
    else begin
        if(ctr_reg == 4_999_999) begin  
            ctr_reg<=0;
            clk_out_reg<= ~clk_out_reg;
        end
        else begin
            ctr_reg<=ctr_reg +1;  
        end
    end
end
assign clk_10Hz = clk_out_reg;  
endmodule
`timescale 1ns / 1ps
module top(
input clk_100MHz,
input reset,
output [6:0] seg,
output [7:0] digit
    );
wire w_10Hz;
wire [3:0] w_10ths , w_1s,w_10s , w_100s;
tenHz_gen hz10(.clk_100MHz(clk_100MHz), .reset(reset), .clk_10Hz(w_10Hz));
digits digs(.clk_10Hz(w_10Hz), .reset(reset) , .tenth(w_10ths), .ones(w_1s), .tens(w_10s), .hundred(w_100s));
seg7_control seg7(.clk_100MHz(clk_100MHz), .reset(reset), .tenth(w_10ths), .ones(w_1s), .tens(w_10s), .hundred(w_100s), .seg(seg), .digit(digit)); 
endmodule
</file>
==> flow_metrics.tcl <==
# yosys + openroad results
set metrics [dict create \
    leakagePower_nw 1.653 \
    cts_root_buf "clkbuf_16" \
    status "finished, final reports clean" \
    ys_types 62 \
    cts_resized 0 \
    tightest_slew_ns 0.7330 \
    cp_num_buf_inv 3 \
    tritoncts "done" \
    irDropWorstVdd_mv 0.1339 \
    synth-async-reset-ratio_pct 89.39 \
    drive_gt1_share_pct 6.154 \
    die_y_um 113.0 \
    swShare_pct 17.89 \
    avgSynthCellArea_sq_um 9.474 \
    hold_ws_ns 0.4821 \
    post_cts_buffers 0 \
    tns_ns 0 \
    final_layout_top_logic_cell "dfrtp_1" \
    synth_top_area_share_pct 39.96 \
    cts_made_buffers 5 \
    initialDrtViolationCount 191 \
    n_fill_cell 1193 \
    intPower_w 0.0005290 \
    synth_cells 390 \
    ys.flop_type "dfrtp_1" \
    clk_pin_slew_ns 0.06 \
    yosys_warnings 3 \
    untimed_endpoints 30 \
    cts-hold-fix-buffers 0 \
    placed_area_sq_mm 0.003905 \
    hold_viol_final 0 \
    cp_top_family "buffers and inverters" \
    ios 17 \
    antenna_left 0 \
    met2_usage_pct 16.17 \
    grt_usage_pct 11.12 \
    top_usage_layer "met1" \
    final_util_pct 33.83 \
    finalCritPeriodShare_pct 55.49 \
    diodes 0 \
    unclocked_regs 23 \
    pwr_density_cell_mw_per_mm2 158.5 \
    final_cell_mix "dfrtp_1 (59), xnor2_1 (32), nor2_1 (31), nand2_1 (22), nand3_1 (22)" \
    synthesis.area_sq_mm 0.003695 \
    fin_skew_ns 0.004502 \
    rows 40 \
    die_area_sq_mm 0.01276 \
    edf_count 0 \
    vias 2726 \
    dp_hpwl_um 4626 \
    area_growth_pct 9.990 \
    finalMaxSlewViolations 0 \
    crit_slowest_cell "clkdlybuf4s50_1" \
    clkPwrFrac_pct 49.5 \
    coreArea_sq_mm 0.01201 \
    cap_viol_max_count 0 \
    critPathKind "flop to output pin" \
    fin_crit_ns 3.052 \
    path_cells "inv_1, ha_1, clkinv_1, clkdlybuf4s50_1" \
    p_seq_share_pct 49.1 \
    numSynthFlops 66 \
    hold_class "flop to flop" \
    rsz0062_at_grt "false" \
    start_kind "flop" \
    end_kind "output pin" \
    core_util_floorplan_pct 30.76 \
    antenna_found_initial 0 \
    wire_per_inst_um 12.06 \
    fin_area_sq_mm 0.004064 \
    clockBufferDepth 2 \
    p_comb_share_pct 1.4 \
    first_pass_iters 4 \
    grt_pass1_wl_um 11630 \
    routabilityCongestion 0.9050 \
    worstPathMaxFanout 9 \
    grt_pass1_vias 2397 \
    power_switching_w 0.0001152 \
    finalSetupViolations 0 \
    cts_max_level 2 \
    cpPeakStageDelay_ns 0.46 \
    grt_max_degree 60 \
    grt_use_met1_pct 18.63 \
    clk_latency_ns 0.27 \
    overflow 0 \
    drc 0 \
    dieWidth_um 113.0 \
    fmax_mhz 327.6 \
    synth-cells-yosys 390 \
    vias_per_cell 5.076 \
    io_buffers 12 \
    ys_chip_area_sq_mm 0.003695 \
    crit_arrival_ns 1.95 \
    drt_wl_total_um 6476 \
    use_met3_pct 1.692 \
    largest_register_ffs 23 \
    cp.required_ns 4.40 \
    warnings 31 \
    top_cells_by_area "dfrtp_1 (40%), xnor2_1 (7.6%), xor2_1 (3.6%)" \
    top_area_cell "dfrtp_1" \
    slew_headroom_pct 51.13 \
]
## logic make-up (layout without fill, tap and decap cells)
kind of cell    Yosys count  in the layout  synth area share [%]
latches                   7              7                 2.845
simple gates            168            168                 26.45
other cells               1              4                0.1015
flops                    59             59                 39.96
buf+inv                  37             34                 4.470
xor+xnor                 47             47                 11.14
mux                       3              3                0.9143
fa+ha+maj                 9              9                 3.048
compound gates           59             59                 11.07
## area by class of cell
cell class | count | area, sq um | share of cell area (%)
Clock buffer | 6 | 128.9 | 3.171
Clock inverter | 1 | 30.03 | 0.7389
Inverter | 14 | 52.55 | 1.293
Multi-Input combinational cell | 290 | 1959 | 48.21
Sequential cell | 66 | 1582 | 38.92
Tap cell | 147 | 183.9 | 4.526
Timing Repair Buffer | 13 | 127.6 | 3.140
## worst paths after layout
path | startpoint | end | slack (ns) | cells after the start
setup reg to reg | seg7.digit_timer[11] | seg7.digit_timer[1] | 3.43 | 3
setup / recovery | seg7.digit_select[1] | digit[3] | 2.45 | 4
hold reg to reg | seg7.digit_timer[0] | seg7.digit_timer[0] | 0.48 | 1
hold / removal | seg7.digit_timer[0] | seg7.digit_timer[0] | 0.48 | 1
min in group asynchronous | reset | seg7.digit_timer[16] | 1.34 | 3
max in group asynchronous | reset | hz10.ctr_reg[19] | 3.66 | 3
## through the flow
step	setup WS, ns	cells	total power, W
finish	2.448	537	0.0006443
global route	2.308	537	0.0006687
CTS	2.455	537	0.0006560
detailed placement	2.757	530	0.0003325
global placement	2.805	530	0.0003325
floorplan	2.944	393	0.0003304
## Yosys cell counts, drive strengths merged, types with 2 or more instances
cell,n
a211oi,2
a21boi,2
a21o,3
a21oi,11
a22o,2
a31oi,4
a41oi,3
and3,5
and4,6
buf,10
clkbuf,13
dfrtp,59
dlxtn,7
ha,9
inv,13
mux2,3
nand2,23
nand2b,12
nand3,22
nand4,18
nand4b,2
nor2,31
nor2b,14
nor3,13
nor4,8
nor4b,2
o211ai,3
o21ai,10
o21ba,2
o22ai,5
o2bb2ai,3
o31ai,2
or3,3
or4,2
xnor2,32
xor2,15
## layer usage
layer | vias to the layer above | share of wire [%]
li1 | 1386 | -
met1 | 1288 | 54
met2 | 50 | 42
met3 | 2 | 3.8
met4 | 0 | 0.12
met5 | - | 0
## power groups by stage
stage	registers [W]	logic, W	clock network [W]
5_1_grt	0.000316	0.0000116	0.000341
4_1_cts	0.000316	0.0000106	0.000329
6_report	0.000316	0.00000934	0.000319
Power is estimated from default activity; no workload was simulated.
