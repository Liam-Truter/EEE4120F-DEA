==> design/flow/design.v <==
`timescale 1ns / 1ps
module debounce_explicit(
    input clk_100MHz,
    input reset,
    input btn,               
    output reg db_level,     
    output reg db_tick       
    );
    parameter [1:0] zero  = 2'b00,
                    wait0 = 2'b01,
                    one   = 2'b10,
                    wait1 = 2'b11;
    parameter N = 22;
    reg [1:0] state_reg, next_state;
    reg [N-1:0] q_reg;
    wire [N-1:0] q_next;
    wire q_zero;
    reg q_load, q_dec;
    always @(posedge clk_100MHz or posedge reset) 
        if(reset) begin
            state_reg <= zero;
            q_reg <= 0;
        end
        else begin
            state_reg <= next_state;
            q_reg <= q_next;
        end
    assign q_next = (q_load) ? {N{1'b1}} :       
                    (q_dec) ? q_reg - 1  :       
                     q_reg;                      
    assign q_zero = (q_next == 0);
    always @* begin
        next_state = state_reg;
        q_load = 1'b0;
        q_dec = 1'b0;
        db_tick = 1'b0;
        case(state_reg)
            zero    : begin
                        db_level = 1'b0;
                        if(btn) begin
                            next_state = wait1;
                            q_load = 1'b1;
                        end
            end
            wait1   : begin
                        db_level = 1'b0;
                        if(btn) begin
                            q_dec = 1'b1;
                            if(q_zero) begin
                                next_state = one;
                                db_tick = 1'b1;
                            end
                        end
                        else
                            next_state = zero;
            end
            one     : begin
                        db_level = 1'b1;
                        if(~btn) begin
                            q_dec = 1'b1;
                            if(q_zero)
                                next_state = zero;
                        end
                        else
                            next_state = one;
            end
            default : next_state = zero;
        endcase
    end
endmodule
==> design/flow/run.sh <==
#!/bin/bash
# OpenROAD 26Q1-2900-gdf79404cd8, Yosys 0.63+post, stock flow scripts
make -C /OpenROAD-flow-scripts/flow DESIGN_CONFIG=/design/flow/config.mk WORK_HOME=/design/flow/orfs finish
==> design/flow/config.mk <==
export PLATFORM = sky130hd
export DESIGN_NAME = debounce_explicit
export DESIGN_NICKNAME = debounce_explicit
export VERILOG_FILES = /design/flow/design.v
export SDC_FILE = /design/flow/constraint.sdc
export NUM_CORES = 4
export LEC_CHECK = 1
export CORE_AREA = 10 10 97 97
export DIE_AREA = 0 0 107 107
==> design/flow/constraint.sdc <==
current_design debounce_explicit

set clk_period 12.8
set clk_io_pct 0.2

create_clock -name clk0 -period $clk_period [get_ports {clk_100MHz}]

set non_clock_inputs [all_inputs -no_clocks]
set_input_delay [expr $clk_period * $clk_io_pct] -clock clk0 $non_clock_inputs
set_output_delay [expr $clk_period * $clk_io_pct] -clock clk0 [all_outputs]
==> results.json <==
{
  "status": "complete, no violations",
  "core_um2": 7290,
  "worstHoldPathCells": 2,
  "ys_area_um2": 1530,
  "drt_iter0_drc": 51,
  "grt_max_degree": 26,
  "unclocked_regs": 1,
  "dr.pass1.iters": 4,
  "yosysTopAreaCell": "dfrtp_1",
  "clock-root-buffer": "clkbuf_8",
  "skew_ns": 0.00358,
  "cp_common_cell": "clkdlybuf4s50_1",
  "dpl_cell_area_um2": 1650,
  "fin_crit_sh_pct": 65.2,
  "p_per_area_nw_per_um2": 110,
  "r2r-start": "q_reg[4]$_DFF_PP0_",
  "ant_nets": 0,
  "synth_top_area_share_pct": 39.2,
  "reg2reg_depth": 7,
  "slew_viol_final": 0,
  "htreeDepth": 1,
  "drc": 0,
  "cpMaxStageDelayCell": "clkdlybuf4s50_1",
  "worstSetupEndpointType": "output port",
  "clkLatencyLatePin_ns": 0.26,
  "drt_wl_total_um": 3140,
  "largest_reg_flops": 22,
  "ys_ff": 26,
  "drive_above_1_share_pct": 8.19,
  "initCoreUtil_pct": 21.0,
  "synth_area_per_cell_um2": 8.96,
  "grt_util_all_layers_pct": 5.66,
  "hp-class": "register to register",
  "crit_chain": "clkdlybuf4s50_1 -> mux2i_1 -> or3_1 -> or4_4 -> nor2_8 -> nand3_2 -> a211o_2 -> nor3_1 -> clkdlybuf4s50_1",
  "synth-main-ff-cell": "dfrtp_1",
  "cts-resized-gates": 0,
  "syn_to_final_growth_pct": 11.0,
  "topCellsByArea": "dfrtp_1, xnor2_1, nand2_1",
  "post_cts_buffers": 0,
  "post_drt_wl_per_cell_um": 11.6,
  "yosys_warnings": 1,
  "rsz0062_at_grt": "no",
  "ys_cells": 171,
  "syn-cell-area_um2": 1530,
  "worstHoldStart": "q_reg[16]$_DFF_PP0_",
  "diodes": 0,
  "die-area_um2": 11400,
  "clk_pin_slew_ns": 0.08,
  "ir_drop_mv": 0.0354,
  "antenna_found_initial": 0,
  "holdBufCountCts": 0,
  "crit_path_max_fanout": 13,
  "synthTopCellsByCount": "dfrtp_1, nand2_1, nor2_1",
  "cp_slowest_stage_delay_ns": 0.75,
  "cts_buffers": 3,
  "postSynth.asyncResetShare_pct": 96.2,
  "cap_violations": 0,
  "grt_pass1_vias": 1117,
  "grt_pass1_wl_um": 5540,
  "port_buffers": 4,
  "num_vias": 1184,
  "num_io_pins": 5,
  "fin_crit_ns": 8.34,
  "vias_per_cell": 4.39,
  "setup_tns_ns": 0,
  "r2r-end": "state_reg[1]$_DFF_PP0_",
  "grt.overflow.total": 0,
  "setup_violations": 0,
  "fin_area_um2": 1700,
  "fp.dieW_um": 107,
  "worstMarginPinSlew_ns": 0.606,
  "holdPathEnd": "q_reg[16]$_DFF_PP0_",
  "whs_ns": 0.530,
  "edf_count": 0,
  "worstPathArrival_ns": 5.78,
  "clockBufferDepth": 2,
  "dpl.hpwl_um": 2320,
  "worstSetupPathType": "primary input to output port",
  "die_h_um": 107,
  "rrSetupSlack_ns": 9.95,
  "p_leak_nw": 0.545,
  "worstPathRequired_ns": 10.24,
  "slew_headroom_pct": 59.5,
  "setup.worst_path.start_class": "primary input",
  "most_common_cell": "dfrtp_1",
  "finalHoldViolCount": 0,
  "synthCells": 171,
  "rows": 31,
  "warning_count": 25,
  "place_congestion": 0.864,
  "fmax_mhz": 120,
  "cts_tree": "yes",
  "ys_types": 48,
  "untimed_endpoints": 2
}
[worst max-delay path by stage]
stage | slack, ns | startpoint | depth (start not counted) | endpoint
after CTS | 4.44 | btn | 9 | db_tick
after global routing | 4.28 | btn | 9 | db_tick
final | 4.46 | btn | 9 | db_tick
[layout by cell type, fill, tap and decap left out, types with 2 or more instances in the layout]
cell type	count
xnor2_1	11
nor3_1	11
nand4b_1	2
o211ai_1	2
o21ai_0	6
a211oi_1	2
a21oi_1	2
nor2b_1	2
mux2i_1	3
inv_1	7
nor4_1	5
clkbuf_8	3
nand3_1	6
nand2_1	22
and2_1	3
clkdlybuf4s50_1	4
or4_4	2
nor2_1	17
nand2b_1	3
xor2_1	3
or4_1	2
dfrtp_1	24
or3_1	3
[per-layer routing]
metal  track usage (%)  wire, um  up-vias
met5                 0         0        -
met4              1.26        71        0
met3             0.485        53        4
met2              8.34      1410       16
met1              8.78      1600      560
li1                  -         -      604
[power breakdown]
part	switching, mW	leakage (nW)	internal [mW]
combinational	0.0178	0.271	0.0152
clock	0.0241	0.0255	0.0217
sequential	0.0170	0.248	0.0908
total	0.0589	0.545	0.128
[kinds of logic (layout without fill, tap and decap cells)]
logic type / Yosys count / in the layout / share of synthesized area [%]
AND/OR/NAND/NOR: 87 / 87 / 31.0
flip-flops: 25 / 25 / 40.9
AND-OR/OR-AND: 23 / 23 / 10.7
buffers and inverters: 16 / 16 / 4.90
XOR/XNOR: 14 / 14 / 8.01
multiplexers: 4 / 4 / 2.70
adder cells (fa/ha/maj): 1 / 1 / 0.817
latches: 1 / 1 / 0.980
[cell type report]
class	instances	area (um2)
Sequential cell	26	642
Inverter	7	26.3
Clock inverter	1	5.00
Tap cell	99	124
Multi-Input combinational cell	129	815
Clock buffer	3	41.3
Fill cell	834	5590
Timing Repair Buffer	5	47.5
[per-stage QoR]
stage	utilization, %	power (mW)	worst slack [ns]	instances
after global placement	22.7	0.142	4.51	266
after floorplan	-	0.132	5.94	171
after CTS	23.3	0.189	4.44	270
final	23.3	0.187	4.46	270
after global routing	23.3	0.202	4.28	270
after detailed placement	22.7	0.143	4.46	266
[critical path, delay by kind of cell]
kind,cells,cell delay (ns)
AND-OR/OR-AND,1,0.38
buffers and inverters,2,1.24
multiplexers,1,0.27
AND/OR/NAND/NOR,5,1.33
Power is estimated from default activity; no workload was simulated.
